## flow/design.v

```verilog
`timescale 1ns / 1ps
module traffic_light(
    input wire clk,
    input wire rst,
    input wire tick,
    output reg ns_g, ns_y, ns_r,
    output reg ew_g, ew_y, ew_r
);
    localparam NS_GREEN  = 2'b00;
    localparam NS_YELLOW = 2'b01;
    localparam EW_GREEN  = 2'b10;
    localparam EW_YELLOW = 2'b11;
    reg [1:0] state_reg, state_next;
    reg [2:0] tick_count_reg, tick_count_next;
    always @(posedge clk) begin
        if (rst) begin
            state_reg      <= NS_GREEN;
            tick_count_reg <= 3'b0;
        end else begin
            state_reg      <= state_next;
            tick_count_reg <= tick_count_next;
        end
    end
    always @(*) begin
        state_next      = state_reg;
        tick_count_next = tick_count_reg;
        if (tick) begin
            case (state_reg)
                NS_GREEN: begin
                    if (tick_count_reg == 4) begin
                        state_next      = NS_YELLOW;
                        tick_count_next = 3'b0;
                    end else begin
                        tick_count_next = tick_count_reg + 1;
                    end
                end
                NS_YELLOW: begin
                    if (tick_count_reg == 1) begin
                        state_next      = EW_GREEN;
                        tick_count_next = 3'b0;
                    end else begin
                        tick_count_next = tick_count_reg + 1;
                    end
                end
                EW_GREEN: begin
                    if (tick_count_reg == 4) begin
                        state_next      = EW_YELLOW;
                        tick_count_next = 3'b0;
                    end else begin
                        tick_count_next = tick_count_reg + 1;
                    end
                end
                EW_YELLOW: begin
                    if (tick_count_reg == 1) begin
                        state_next      = NS_GREEN;
                        tick_count_next = 3'b0;
                    end else begin
                        tick_count_next = tick_count_reg + 1;
                    end
                end
                default: begin
                    state_next      = NS_GREEN;
                    tick_count_next = 3'b0;
                end
            endcase
        end
    end
    always @(*) begin
        ns_g = 0; ns_y = 0; ns_r = 0;
        ew_g = 0; ew_y = 0; ew_r = 0;
        case (state_reg)
            NS_GREEN: begin
                ns_g = 1;
                ew_r = 1;
            end
            NS_YELLOW: begin
                ns_y = 1;
                ew_r = 1;
            end
            EW_GREEN: begin
                ns_r = 1;
                ew_g = 1;
            end
            EW_YELLOW: begin
                ns_r = 1;
                ew_y = 1;
            end
        endcase
    end
endmodule
```

## flow/run.sh

```bash
#!/bin/bash
# OpenROAD 26Q1-2900-gdf79404cd8, Yosys 0.63+post, stock flow scripts
make -C /OpenROAD-flow-scripts/flow DESIGN_CONFIG=/design/flow/config.mk WORK_HOME=/design/flow/orfs finish
```

## flow/config.mk

```make
export PLATFORM = sky130hd
export DESIGN_NAME = traffic_light
export DESIGN_NICKNAME = traffic_light
export VERILOG_FILES = /design/flow/design.v
export SDC_FILE = /design/flow/constraint.sdc
export NUM_CORES = 4
export LEC_CHECK = 1
export CORE_AREA = 10 10 70 70
export DIE_AREA = 0 0 80 80
```

## flow/constraint.sdc

```tcl
current_design traffic_light

set clk_period 2.5
set clk_io_pct 0.2

create_clock -name clk0 -period $clk_period [get_ports {clk}]

set non_clock_inputs [all_inputs -no_clocks]
set_input_delay [expr $clk_period * $clk_io_pct] -clock clk0 $non_clock_inputs
set_output_delay [expr $clk_period * $clk_io_pct] -clock clk0 [all_outputs]
```

==> results.ini <==
[drt]
dr.first_iter.drc_count = 62
antenna_left = 0
drt_wl_total_um = 868
drcViolationCount = 0
antenna_cells = 0
via_count = 358
vias_per_cell = 3.58
wire_per_inst_um = 8.68
dr.pass1.iters = 4

[logic_synthesis]
ys_sh_simple_pct = 25.1
ys_sh_mux_pct = 0
ys_area_um2 = 379
top_area_share_pct = 37.0
aoi_share_pct = 20.8
xor_area_share_pct = 0
synth-adder-area-share_pct = 9.90
top_logic_kind = simple AND/OR/NAND/NOR gates
synthTopCellsByCount = dfxtp_1 (7), inv_1 (4), nor2_1 (4)
avgSynthCellArea_um2 = 8.62
synth-edff-count = 0
ys_warn_count = 1
post_synth_main_area_contributors = dfxtp_1 (37%), ha_1 (9.9%), a22oi_1 (5.9%)
synth_cells = 44
yosysTopAreaCell = dfxtp_1
synth_flops = 7
synth.distinct_cells = 22
synth_area_um2 = 379
ff_type = dfxtp_1
synth.most_common_cell = dfxtp_1
ys_cells = 44
synthArstFlopShare_pct = 0
synth_seq_share_pct = 37.0

[layout]
largest_reg_flops = 4
areaGrowthSynthToFinish_pct = 39.9
drive_gt1_share_pct = 7.41
fillCellCount = 388

[die]
core-area_um2 = 3420
die_area_um2 = 6400
row_count = 21
fp.dieW_um = 80
pin_count = 9
die_h_um = 80
fp_util_pct = 11.1

[clocking]
cts_setup_buffers = 0
cts-resized-gates = 0
tritoncts = yes
cts.path.max_buffers = 2
clkSinkCount = 7
cts_root_buf = clkbuf_4
cts_hold_buf = 0
cts_buffers = 3
clk_latency_ps = 250
h-tree-depth = 1
clk_pin_slew_ps = 50

[run]
warnings = 27
drv_cap = 0

[sta]
hold_viol = 0
finalSetupViolations = 0
worst_pin_slew_ps = 322
setup-tns-final_ps = 0
holdWs_ps = 543
fmax_ghz = 0.503
rsz0062_at_grt = no
relSlewSlack_pct = 78.5
final.min_clock_period_ps = 1990
drv_slew = 0
finalClockSkew_ps = 3.42
period_used_pct = 79.5

[placed_design]
globalplace.congestion = 0.657
io_buffers = 8
dp_hpwl_um = 690

[worst_setup_path]
cp_num_buf_inv = 1
path_cells = or2_1 -> nor2_1 -> clkdlybuf4s50_1
crit_fanout = 9
start_kind = register
crit_required_ps = 2000
slowest_delay_ps = 470
arrival_ps = 1490
crit_family = buffers and inverters
worst_setup_path_end_kind = primary output
criticalPathCategory = reg2out
cp_slowest_cell = clkdlybuf4s50_1

[global_route]
grt_pass1_vias = 335
grt_pass1_wl_um = 1500
grt_max_degree = 11
grt_overflow = 0
globalRouteTotalUtil_pct = 2.88
antenna_found_initial = 0

[power_and_ir_drop]
powerDensity_nw_per_um2 = 456
worst_ir_drop_vdd_mv = 0.0907
p_leak_nw = 0.188

[outcome]
status = complete, no violations

[min_path]
holdCritPathClass = reg2reg

==> layer usage <==
layer / up-vias / GRT usage (%) / share of wire, %
li1: 180 / - / -
met1: 162 / 3.01 / 44
met2: 14 / 4.33 / 37
met3: 2 / 2.39 / 17
met4: 0 / 0.704 / 2.0
met5: - / 0 / 0
==> report_power, final <==
group / switching (W) / internal, W / total, W
Combinational: 0.0000134 / 0.0000106 / 0.0000241
Clock: 0.0000396 / 0.0000608 / 0.000100
Sequential: 0.00000270 / 0.000115 / 0.000118
Total: 0.0000557 / 0.000186 / 0.000242
==> path summary, 6_finish.rpt <==
path                     startpoint           endpoint  slack [ps]  cells past startpoint
hold / removal    tick_count_reg[1]  tick_count_reg[1]         540                      2
setup / recovery       state_reg[3]               ns_y         510                      3
setup reg to reg  tick_count_reg[0]  tick_count_reg[1]        1210                      5
hold reg to reg   tick_count_reg[1]  tick_count_reg[1]         540                      2
==> logic make-up after synthesis <==
| family | Yosys count |
|---|---|
| compound gates | 10 |
| buf+inv | 6 |
| simple gates | 18 |
| fa+ha+maj | 3 |
| flops | 7 |
==> through the flow <==
step | instances | cell area [um2] | utilization (%) | setup slack, ps | power (W)
6_report | 100 | 531 | 15.5 | 512 | 0.000242
5_1_grt | 100 | 531 | 15.5 | 401 | 0.000259
4_1_cts | 100 | 531 | 15.5 | 498 | 0.000249
3_5_place_dp | 96 | 504 | 14.8 | 700 | 0.000144
3_3_place_gp | 96 | 504 | 14.8 | 751 | 0.000142
2_1_floorplan | 44 | 379 | - | 1240 | 0.000138
==> layout make-up <==
class                           instances  area [um2]  share of cell area [%]
Multi-Input combinational cell         31         211                    39.9
Sequential cell                         7         140                    26.4
Timing Repair Buffer                    8        80.1                    15.1
Tap cell                               46        57.6                    10.8
Clock buffer                            4        26.3                    4.95
Inverter                                4        15.0                    2.83
==> placed cells by master (no fill, tap or decap), types with 2 or more instances in the layout <==
cell | synthesis | layout
clkdlybuf4s50_1 | 0 | 8
dfxtp_1 | 7 | 7
inv_1 | 4 | 4
nor2_1 | 4 | 4
nand3_1 | 3 | 3
a22oi_1 | 3 | 3
nand2_1 | 3 | 3
ha_1 | 3 | 3
clkbuf_4 | 0 | 3
nor3_1 | 2 | 2
o32ai_1 | 2 | 2
==> worst min-delay path, stage by stage (launching register included) <==
cell and delay, ps:
dfxtp_1 300, inv_1 90, o32ai_1 90
No activity file was given, so power comes from the tool's default toggle rates.
