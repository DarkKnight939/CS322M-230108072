`design/flow/run.sh`:
```
#!/bin/bash
# OpenROAD 26Q1-2900-gdf79404cd8, Yosys 0.63+post, stock flow scripts
make -C /OpenROAD-flow-scripts/flow DESIGN_CONFIG=/design/flow/config.mk WORK_HOME=/design/flow/orfs finish
```
`design/flow/constraint.sdc`:
```
current_design vending_mealy

set clk_period 1.1
set clk_io_pct 0.2

create_clock -name clk0 -period $clk_period [get_ports {clk_sig}]

set non_clock_inputs [all_inputs -no_clocks]
set_input_delay [expr $clk_period * $clk_io_pct] -clock clk0 $non_clock_inputs
set_output_delay [expr $clk_period * $clk_io_pct] -clock clk0 [all_outputs]
```
`design/flow/config.mk`:
```
export PLATFORM = sky130hd
export DESIGN_NAME = vending_mealy
export DESIGN_NICKNAME = vending_mealy
export VERILOG_FILES = /design/flow/design.v
export SDC_FILE = /design/flow/constraint.sdc
export NUM_CORES = 4
export LEC_CHECK = 1
export CORE_AREA = 10 10 70 70
export DIE_AREA = 0 0 80 80
```
`design/flow/design.v`:
```
`timescale 1ns / 1ps
module vending_mealy(
    input  wire clk_sig,
    input  wire reset,
    input  wire [1:0] coin_in,
    output wire item_out,
    output wire return5
);
    reg [1:0] st_cur, st_nxt;
    parameter S_IDLE  = 2'd0,  
              S_5     = 2'd1,  
              S_10    = 2'd2,  
              S_15    = 2'd3;  
    always @(posedge clk_sig) begin
        if (reset)
            st_cur <= S_IDLE;
        else
            st_cur <= st_nxt; 
    end
    always @(*) begin
        case (st_cur)
            S_IDLE: begin
                if (coin_in == 2'b00)
                    st_nxt = S_IDLE;
                else if (coin_in == 2'b01)
                    st_nxt = S_5;
                else
                    st_nxt = S_10;
            end
            S_5: begin
                if (coin_in == 2'b00)
                    st_nxt = S_IDLE;
                else if (coin_in == 2'b01)
                    st_nxt = S_10;
                else
                    st_nxt = S_15;
            end
            S_10: begin
                if (coin_in == 2'b00)
                    st_nxt = S_IDLE;
                else if (coin_in == 2'b01)
                    st_nxt = S_15;
                else
                    st_nxt = S_IDLE;
            end
            S_15: begin
                st_nxt = S_IDLE;
            end
        endcase
    end
    assign item_out = ( (st_cur == S_10  && coin_in == 2'b10) || 
                        (st_cur == S_15 && coin_in == 2'b01) || 
                        (st_cur == S_15 && coin_in == 2'b10) );
    assign return5 = (st_cur == S_15 && coin_in == 2'b10);
endmodule
```
==> GITHUB_STEP_SUMMARY <==
## Implementation flow summary

| Metric | Value |
|---|---|
| Outcome | complete, but fails checks |
| Failing checks | setup timing |
| Global route total overflow | 0 |
| Min-delay src | coin_in[0] |
| Initial antenna violation count | 0 |
| Hold WC Path Type | input pin to flop |
| Worst-path maximum fanout | 3 |
| Pre-antenna DRT Iters | 2 |
| Worst path depth | 4 |
| Register area share after synthesis | 47.8% |
| Vias in the first global route | approximately 200 |
| Ys Warns | 1 |
| Clk slew on worst S/H paths | 40 ps |
| Crit-path slowest cell | dfxtp_2 |
| # fillers | between 400 and 500 |
| Synth Area in XOR/XNOR | 0% |
| Final ANT Viol Nets | 0 |
| Crit Path Class | flop to primary output |
| DRC | 0 |
| Largest Register | st_cur |
| Cell count listed in synth_stat.txt | 20 |
| Port Buffers | 5 |
| Hold endpoint | st_cur[0] |
| Hold WS | 389 ps |
| Clk buf depth | 2 |
| R2R Setup Slk | 350 ps |
| DP HPWL | about 350 um |
| Critical path startpoint category | flop |
| FF+latch count, synth | 4 |
| Die H | 80 um |
| # IOs | 6 |
| Leak pwr | 0.000128 uW |
| Synth logic family | simple AND/OR/NAND/NOR gates |
| Pwr/cell area | around 1100 nW/um^2 |
| Worst hold path cell count | 3 |
| Rows | 21 |
| Initial drt markers | 14 |
| Place WS | -558 ps |
| Via count | 195 |
| R2r endpoint | st_cur[0] |
| Utilization after layout | 10.0% |
| Final min period | 1170 ps |
| Setup ws final | -67.1 ps |
| RSZ-0062 raised after global routing | true |
| Synth Area in Simple Gates | 35.8% |
| Critical Path End Type | primary output |
| Stage-log warning count | 27 |
| N_diodes | 0 |
| Final Cycle Share | 106% |
| CP arrival | 950 ps |
| Cells along the critical path | buf_6 -> nand2_2 -> o22ai_2 -> buf_2 |
| Fin. max-slew vios | 0 |
| Final setup fails | 1 |
| Largest net degree at the start of global routing | 8 |
| Tot Pwr | 393 uW |
| CTS Buf Count | 3 |
| Core footprint | 3420 sq um |
| Largest register FFs | 4 |
| Late-Pin Clk Latency | 240 ps |
| Family with the most delay on the worst path | flip-flops |
| First-pass GRT wire length | 883 um |
| CTS Sinks | 4 |
| Top flop regs | st_cur: 4 flops |
| Slew HR | a little under 90% |
| Final Skew | 2.06 ps |
| Total of max-cap violations | 0 |
| Peak VDD IR | 0.175 mV |
| H-tree level count | 1 |
| Distinct lib cells | 10 |
| CTS tree | built |
| FF-to-FF Start | st_cur[3] |
| CP Data Required Time | 880 ps |
| Yosys stat area | 168 sq um |
| Overall routing resource usage | roughly 1.9% |
| Post-synth design cell area | between 150 and 200 sq um |
| Fraction of layout cells with a size suffix above 1 | 51.5% |
| Fin. Hold Viols | 0 |
| R2R depth | 3 |
| Gpl congestion | 0.717 |
| Adders+Majority by Area | 0% |
| Chip width | 80 um |
| FP Util | 4.91% |
| Slew at the pin with the worst max-slew slack | 193 ps |
| Vias per inst | between 2 and 2.5 |
| Cell count after synthesis | 20 |
| Root buffer cell | clkbuf_4 |
| Syn_area_per_cell | 8.38 sq um |
| Area grow syn2layout | 104% |
| Fmax | 857 MHz |
| Die area | about 6400 sq um |
| Mux share | 0% |
| Critical path buffers and inverters | 2 |
| Final WL | 525 um |
| CP peak stage delay | around 330 ps |
| Ao+oa area frac | 14.2% |
| WL/cell | between 6 and 7 um |
## how the worst max path moves through the flow
stage / startpoint / to / slack (ps)
CTS: st_cur[3] / item_out / -90
global route: st_cur[3] / item_out / -130
finish: st_cur[3] / item_out / -70
## worst reg2reg max path, stage by stage, from the launching register on
cell and delay, ps:
dfxtp_2 320, buf_6 120, nor2_1 80, o211ai_1 110
## per-layer routing
| layer | wire length (um) | vias to the layer above | GRT usage [%] |
|---|---|---|---|
| met5 | 0 | - | 0 |
| met4 | 10 | 0 | 0.528 |
| met3 | 89 | 2 | 2.27 |
| met2 | 176 | 9 | 2.41 |
| met1 | 248 | 87 | 1.86 |
| li1 | - | 97 | - |
## timing repair
action	CTS	global route
setup buffers	1	0
endpoints found under the setup margin	2	2
hold endpoints to repair	0	0
pin swaps	2	2
hold buffers	0	0
gates resized	12	4
## layout make-up
type / count / area, sq um / share of cell area [%]
Sequential cell: 4 / 81.3 / 23.7
Timing Repair Buffer: 10 / 75.1 / 21.9
Multi-Input combinational cell: 15 / 103 / 29.9
Clock buffer: 3 / 22.5 / 6.57
Tap cell: 46 / 57.6 / 16.8
Inverter: 1 / 3.75 / 1.09
## synth_stat cells, drive strengths merged
master | number | share of area [%]
o22ai | 1 | 3.7
inv | 1 | 2.2
nand3b | 2 | 9.0
a21oi | 2 | 6.0
o211ai | 1 | 4.5
nor2 | 3 | 6.7
nand2b | 1 | 3.7
and4bb | 1 | 7.5
dfxtp | 4 | 48
nand2 | 4 | 9.0
## stage by stage
| stage | setup TNS [ps] | cell area (sq um) | std cells |
|---|---|---|---|
| CTS | -88.8 | 344 | 79 |
| floorplan | 0 | 168 | 20 |
| global route | -129 | 343 | 79 |
| global placement | -1230 | 305 | 75 |
| detailed placement | -1340 | 305 | 75 |
| finish | -67.1 | 343 | 79 |
## cells in the final DEF, fill, tap and decap left out
master	instances
buf_2	1
and4bb_2	1
nand3b_1	2
nor2_1	2
o22ai_2	1
dlygate4sd2_1	1
a21oi_1	2
nand2b_4	1
clkdlybuf4s50_1	1
nand2_2	1
clkbuf_4	3
nor2_2	1
dfxtp_1	3
buf_6	1
o211ai_1	1
nand2_1	3
dfxtp_2	1
clkbuf_2	2
inv_1	1
buf_4	4
## cell families (layout without fill, tap and decap cells)
logic type	count (synthesis)	after routing
flops	4	4
buf+inv	1	14
simple gates	11	11
compound gates	4	4
## power by group
group          total, uW  leakage, uW  internal [uW]  switching [uW]
clock                182    0.0000138            122            59.9
combinational       53.4    0.0000807           31.1            22.3
sequential           158    0.0000334            154            4.17
total                393     0.000128            307            86.4
Power and IR drop assume default switching activity.
