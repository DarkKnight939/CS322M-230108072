==> /design/flow/design.v <==
`timescale 1ns / 1ps
module link_top(
    input  wire clk_sig,
    input  wire rst_n,
    output wire finished
);
    wire req_sig, ack_sig;
    wire [7:0] data_bus;
    master_fsm u_master (
        .clk_sig(clk_sig),
        .rst_n(rst_n),
        .ack_in(ack_sig),
        .req_out(req_sig),
        .data_bus(data_bus),
        .finished(finished)
    );
    slave_fsm u_slave (
        .clk_sig(clk_sig),
        .rst_n(rst_n),
        .req_in(req_sig),
        .data_bus_in(data_bus),
        .ack_out(ack_sig),
        .last_data()
    );
endmodule
`timescale 1ns / 1ps
module master_fsm(
    input  wire clk_sig,
    input  wire rst_n,
    input  wire ack_in,
    output reg  req_out,
    output reg  [7:0] data_bus,
    output reg  finished
);
    localparam ST_IDLE       = 3'b000,
               ST_SEND       = 3'b001,
               ST_WAIT_ACK   = 3'b010,
               ST_WAIT_LOW   = 3'b011,
               ST_DONE       = 3'b100;
    reg [2:0] cur_st, next_st;
    reg [1:0] byte_cnt, byte_cnt_next;
    always @(posedge clk_sig) begin
        if (rst_n) begin
            cur_st   <= ST_IDLE;
            byte_cnt <= 2'b00;
        end else begin
            cur_st   <= next_st;
            byte_cnt <= byte_cnt_next;
        end
    end
    always @(*) begin
        next_st       = cur_st;
        byte_cnt_next = byte_cnt;
        req_out       = 1'b0;
        data_bus      = 8'hZZ;
        finished      = 1'b0;
        case (cur_st)
            ST_IDLE: next_st = ST_SEND;
            ST_SEND: begin
                req_out  = 1'b1;
                data_bus = 8'hA0 + byte_cnt;
                next_st  = ST_WAIT_ACK;
            end
            ST_WAIT_ACK: begin
                data_bus = 8'hA0 + byte_cnt;
                if (ack_in) begin
                    next_st  = ST_WAIT_LOW;
                    req_out  = 1'b0;
                end
            end
            ST_WAIT_LOW: begin
                if (!ack_in) begin
                    if (byte_cnt == 2'd3) next_st = ST_DONE;
                    else begin
                        next_st       = ST_SEND;
                        byte_cnt_next = byte_cnt + 1;
                    end
                end
            end
            ST_DONE: begin
                finished = 1'b1;
                next_st  = ST_IDLE;
            end
        endcase
    end
endmodule
`timescale 1ns / 1ps
module slave_fsm(
    input  wire clk_sig,
    input  wire rst_n,
    input  wire req_in,
    input  wire [7:0] data_bus_in,
    output reg  ack_out,
    output reg  [7:0] last_data
);
    localparam ST_IDLE   = 2'b00,
               ST_ACK1   = 2'b01,
               ST_ACK2   = 2'b10,
               ST_WAIT   = 2'b11;
    reg [1:0] cur_st, next_st;
    always @(posedge clk_sig) begin
        if (rst_n) begin
            cur_st   <= ST_IDLE;
            last_data <= 8'b0;
        end else begin
            cur_st <= next_st;
            if (cur_st == ST_IDLE && req_in) begin
                last_data <= data_bus_in;
            end
        end
    end
    always @(*) begin
        next_st = cur_st;
        ack_out = 1'b0;
        case (cur_st)
            ST_IDLE: if (req_in) next_st = ST_ACK1;
            ST_ACK1: begin
                ack_out = 1'b1;
                next_st = ST_ACK2;
            end
            ST_ACK2: begin
                ack_out = 1'b1;
                next_st = ST_WAIT;
            end
            ST_WAIT: begin
                if (!req_in) next_st = ST_IDLE;
            end
        endcase
    end
endmodule
==> /design/flow/run.sh <==
#!/bin/bash
# OpenROAD 26Q1-2900-gdf79404cd8, Yosys 0.63+post, stock flow scripts
make -C /OpenROAD-flow-scripts/flow DESIGN_CONFIG=/design/flow/config.mk WORK_HOME=/design/flow/orfs finish
==> /design/flow/config.mk <==
export PLATFORM = sky130hd
export DESIGN_NAME = link_top
export DESIGN_NICKNAME = link_top
export VERILOG_FILES = /design/flow/design.v
export SDC_FILE = /design/flow/constraint.sdc
export NUM_CORES = 4
export LEC_CHECK = 1
export CORE_AREA = 10 10 70 70
export DIE_AREA = 0 0 80 80
==> /design/flow/constraint.sdc <==
current_design link_top

set clk_period 1.7
set clk_io_pct 0.2

create_clock -name clk0 -period $clk_period [get_ports {clk_sig}]

set non_clock_inputs [all_inputs -no_clocks]
set_input_delay [expr $clk_period * $clk_io_pct] -clock clk0 $non_clock_inputs
set_output_delay [expr $clk_period * $clk_io_pct] -clock clk0 [all_outputs]
==> impl_metrics.toml <==
# implementation run metrics
[critical_path]
timing.critical_path.max_delay_family = "buffers and inverters"
worst-setup-path-type = "flop to output port"
cp_num_buf_inv = 1
critical_path.cell_chain = "clkdlybuf4s50_1"
timing.critical_path.from_type = "flop"
critical-path-max-stage-delay_ps = 470
timing.critical_path.arrival_ps = 1060
timing.critical_path.required_ps = 1360
cp_max_fo = 2
slowest_stage = "sky130_fd_sc_hd__clkdlybuf4s50_1"
endpoint_kind = "output port"

[cts]
hold_buf_count_cts = 0
cts-buffers-inserted = 3
cts_htree_levels = 1
clk_root_buffer_cell = "sky130_fd_sc_hd__clkbuf_4"
cts-root-to-sink-buffers = 2
clock_insertion_delay_worst_skew_ps = 260
postCtsResizedCells = 0
clkSlewWorstSetupHoldPaths_ps = 60
cts_tree = "built"
clock-sinks = 11
post_cts_buffers = 0

[timing]
setup_total_negative_slack_ps = 0
layout_min_cycle_time_ps = 1399
timing.slew.headroom = 0.7741
final.period_utilization = 0.8230
setup_viol = 0
max_clock_freq_mhz = 714.8
tightestPinTransition_ps = 337.8
timing_hold_violations_final = 0
slew_violations = 0
final.setup_skew_ps = 1.154
rsz_0062_raised_after_global_routing = "false"

[power]
leakage_nw = 0.1648
power_per_cell_area_mw_per_mm2 = 977.3
finalPower_mw = 0.4573
vdd_ir_drop_max_mv = 0.3241

[global_routing]
via_count_of_the_first_global_routing_pass = 250
gr-total-overflow = 0
grt.total_usage = 0.01727
grt_first_pass_wirelength_um = 938
grt_max_degree = 13
initial_antenna_violation_count = 0

[yosys]
ys_seq_elements = 11
synthesis.instances = 35
post-synth-top-count-cell = "sky130_fd_sc_hd__dfxtp_1"
ys_warn_count = 3
yosysCellCount = 35
flop_cell = "sky130_fd_sc_hd__dfxtp_1"
synth_area_per_cell_um2 = 10.51
total_cell_area_reported_by_yosys_after_synthesis_um2 = 367.9
synthDominantCellAreaShare = 0.5986
area_leaders = "sky130_fd_sc_hd__dfxtp_1 60%, sky130_fd_sc_hd__a21oi_1 4.1%, sky130_fd_sc_hd__o21ai_0 4.1%, sky130_fd_sc_hd__nor2_1 4.1%, sky130_fd_sc_hd__nor3b_1 4.1%"
syn-cell-area_um2 = 367.9
largest_area_cell = "sky130_fd_sc_hd__dfxtp_1"
async_flop_share = 0
most_frequent_cells_after_synthesis = "11 x sky130_fd_sc_hd__dfxtp_1, 4 x sky130_fd_sc_hd__nor2_1, 3 x sky130_fd_sc_hd__a21oi_1, 3 x sky130_fd_sc_hd__o21ai_0"
ys_seq_frac = 0.5986
edf_count = 0
yosys.cell_types.count = 16

[detailed_routing]
routed_wirelength_um = 510
drc_violations_left = 0
drtAntennaViolNets = 0
drt_pass1_iterations = 2
first_iter_violations = 3
route.vias.total = 241
antenna_cells = 0
avgRoutedWirePerCell_um = 5.930
via_per_inst = 2.802

[final_layout]
share_of_final_layout_standard_cells_stronger_than_drive_strength_1 = 0.1500
area_growth_pct = 27.21
final_area_um2 = 467.9

[floorplan]
fp-row-count = 21
coreArea_mm2 = 0.003416
floorplan_die_height_um = 80
die_outline_area_mm2 = 0.006400
initial_core_util = 0.1077
num_io_pins = 3
die_x_um = 80

[placed_design]
port-buffer-count = 2
dpl-instance-area_um2 = 441.7
gpl.final_weighted_congestion = 0.7428
place_hpwl_um = 378.2

[min_path]
hold_path_class = "flop to flop"

[run_status]
outcome = "complete, no violations"

[flow_run]
timing.max_cap.violations = 0
openroad.warnings = 25
through the flow:
stage / util / instances / hold WS, ps / setup WS (ps)
3_5_place_dp: 0.1293 / 82 / 429.2 / 301.8
5_1_grt: 0.1370 / 86 / 480.2 / 224.2
4_1_cts: 0.1370 / 86 / 454.5 / 281.8
2_1_floorplan: - / 35 / 389.5 / 668.2
3_3_place_gp: 0.1293 / 82 / 427.5 / 328.4
6_report: 0.1370 / 86 / 454.0 / 301.0
area by class of cell:
type	instances	area (µm²)
tap	46	57.56
fill	402	2948
inverter	1	3.754
clock buffer	4	26.28
timing repair buffer	2	20.02
multi-input combinational	22	140.1
sequential	11	220.2
path summary, 6_finish.rpt:
check,cells past startpoint,start,slack [ps],endpoint
setup reg to reg,3,u_master.byte_cnt[0]$_SDFFE_PP0P_,600,u_master.byte_cnt[0]$_SDFFE_PP0P_
hold reg to reg,1,u_slave.cur_st[2]$_DFF_P_,450,u_slave.cur_st[1]$_DFF_P_
hold / removal,1,u_slave.cur_st[2]$_DFF_P_,450,u_slave.cur_st[1]$_DFF_P_
setup / recovery,1,u_master.cur_st[1]$_DFF_P_,300,finished
cell usage in the layout, fill, tap and decap left out:
master and count:
sky130_fd_sc_hd__dfxtp_1 11, sky130_fd_sc_hd__nor2_1 4, sky130_fd_sc_hd__o21ai_0 3, sky130_fd_sc_hd__a21oi_1 3, sky130_fd_sc_hd__clkbuf_4 3, sky130_fd_sc_hd__nor3b_1 2, sky130_fd_sc_hd__nand2b_1 2, sky130_fd_sc_hd__clkdlybuf4s50_1 2
sky130_fd_sc_hd__o21ai_2 1, sky130_fd_sc_hd__nor2b_1 1, sky130_fd_sc_hd__inv_1 1, sky130_fd_sc_hd__or2_2 1, sky130_fd_sc_hd__o21ba_2 1, sky130_fd_sc_hd__o21bai_1 1, sky130_fd_sc_hd__or3_1 1, sky130_fd_sc_hd__mux2i_1 1
sky130_fd_sc_hd__ha_1 1, sky130_fd_sc_hd__clkbuf_1 1
kinds of logic after synthesis:
family | count (synthesis) | share of synthesized area
compound gates | 9 | 0.1531
flops | 11 | 0.5986
mux | 1 | 0.02721
fa+ha+maj | 1 | 0.03401
simple gates | 11 | 0.1667
buf+inv | 2 | 0.02039
power breakdown:
part,internal (mW),switching (mW),total [mW]
clock network,0.0906,0.0773,0.168
logic,0.00954,0.00833,0.0179
registers,0.267,0.00493,0.272
state kept, by name, summed over array words and instances (netlist names):
register           count
u_master.cur_st        5
u_slave.cur_st         4
u_master.byte_cnt      2
metal layers:
metal	global-route usage	up-vias	part of all wire
met3	0.01023	2	0.092
met2	0.02568	5	0.42
met4	0.008803	0	0.014
li1	-	129	-
met5	0	-	0
met1	0.01905	105	0.47
Power and IR drop assume default switching activity.
